### /design/flow/run.sh
#!/bin/bash
# OpenROAD 26Q1-2900-gdf79404cd8, Yosys 0.63+post, stock flow scripts
make -C /OpenROAD-flow-scripts/flow DESIGN_CONFIG=/design/flow/config.mk WORK_HOME=/design/flow/orfs finish
### /design/flow/config.mk
export PLATFORM = sky130hd
export DESIGN_NAME = registerFile
export DESIGN_NICKNAME = registerFile
export VERILOG_FILES = /design/flow/design.v
export SDC_FILE = /design/flow/constraint.sdc
export NUM_CORES = 4
export LEC_CHECK = 1
export CORE_UTILIZATION = 30
### /design/flow/constraint.sdc
current_design registerFile

set clk_period 12.8
set clk_io_pct 0.2

create_clock -name clk0 -period $clk_period [get_ports {Clk}]

set non_clock_inputs [all_inputs -no_clocks]
set_input_delay [expr $clk_period * $clk_io_pct] -clock clk0 $non_clock_inputs
set_output_delay [expr $clk_period * $clk_io_pct] -clock clk0 [all_outputs]
### /design/flow/design.v
module registerFile
(
input [63:0]WriteData,
input [4:0]Rs1,
input [4:0]Rs2,
input [4:0]Rd,
input RegWrite,
input Clk, Reset,
output reg [63:0]ReadData1,
output reg [63:0]ReadData2
);
reg [63:0] Registers [31:0];
initial
begin
  Registers[0] <= 64'd0;
  Registers[1] <= 64'd1;
  Registers[2] <= 64'd2;
  Registers[3] <= 64'd3;
  Registers[4] <= 64'd4;
  Registers[5] <= 64'd5;
  Registers[6] <= 64'd6;
  Registers[7] <= 64'd7;
  Registers[8] <= 64'd8;
  Registers[9] <= 64'd9;
  Registers[10] <= 64'd10;
  Registers[11] <= 64'd11;
  Registers[12] <= 64'd12;
  Registers[13] <= 64'd13;
  Registers[14] <= 64'd14;
  Registers[15] <= 64'd15;
  Registers[16] <= 64'd16;
  Registers[17] <= 64'd17;
  Registers[18] <= 64'd18;
  Registers[19] <= 64'd19;
  Registers[20] <= 64'd20;
  Registers[21] <= 64'd21;
  Registers[22] <= 64'd22;
  Registers[23] <= 64'd23;
  Registers[24] <= 64'd24;
  Registers[25] <= 64'd25;
  Registers[26] <= 64'd26;
  Registers[27] <= 64'd27;
  Registers[28] <= 64'd28;
  Registers[29] <= 64'd29;
  Registers[30] <= 64'd30;
  Registers[31] <= 64'd31;
end
always @ (*)
begin
  ReadData1 <= Registers[Rs1];
  ReadData2 <= Registers[Rs2];
  if (Reset == 1)
  begin
    ReadData1 <= 64'd0;
    ReadData2 <= 64'd0;
  end 
end
always @ (posedge Clk)
begin
  if(RegWrite == 1)
    begin
    Registers[Rd] <= WriteData;
  end
end
endmodule
==> results_dict.tcl <==
# flow metrics
set metrics [dict create \
    die-width_um 563 \
    grt_most_used_layer "met2" \
    rsz_0062_raised_after_global_routing "no" \
    clock_tree.htree_level_count 4 \
    post-place-ws_ns 3.46 \
    gp_routability_congestion 0.857 \
    cp-start-kind "primary input" \
    max-slew-margin-rel_pct 25.3 \
    clock_input_transition_at_the_sequential_cells_of_the_worst_setup_and_hold_paths_ns 0.06 \
    grtUsageMet3_pct 19.4 \
    drt-total-wl_mm 321 \
    syn-instance-count 4629 \
    clock_sink_count 2048 \
    finalSetupViolations 0 \
    netlist_top_cells_area "sky130_fd_sc_hd__edfxtp_1 65%, sky130_fd_sc_hd__mux4_2 22%, sky130_fd_sc_hd__mux2i_1 2.3%" \
    power-per-cell-area_mw_per_mm2 136 \
    iteration_0_drc_count_of_the_detailed_router 3250 \
    largest_register "Registers" \
    min_period_ns 9.22 \
    path_max_fanout 56 \
    yosys_most_used_dff "sky130_fd_sc_hd__edfxtp_1" \
    grt_pass1_vias 59900 \
    critPathKind "in -> out" \
    logic_family "multiplexers" \
    drt_pass1_iterations 5 \
    most_common_cell "sky130_fd_sc_hd__edfxtp_1" \
    buffer_ports.inserted 209 \
    area_added_between_synthesis_and_finish_pct 15.9 \
    timing.fmax_ghz 0.108 \
    io-pin-count 210 \
    drc_violation_count_after_routing 0 \
    warning_count 26 \
    core-area_mm2 0.312 \
    irDropWorstVdd_mv 0.112 \
    xor_area_share_pct 0 \
    run_status "finished, final reports clean" \
    placement_cell_area_mm2 0.103 \
    clock-root-buffer "sky130_fd_sc_hd__clkbuf_16" \
    tightestPinTransition_ns 1.12 \
    ys_area_mm2 0.0944 \
    cts_max_path_buffers 4 \
    leakage_nw 33.9 \
    sw_frac_of_total_pct 22.8 \
    syn_area_mm2 0.0944 \
    via_per_inst 5.70 \
    total_of_cells_resized_after_clock_tree_synthesis 0 \
    crit_required_ns 10.24 \
    power_frac_clock_pct 40.8 \
    synth.top_cell.area_share_pct 65.2 \
    yosys.area.top_type "sky130_fd_sc_hd__edfxtp_1" \
    ys_seq_share_pct 65.2 \
    number_of_endpoints_with_negative_hold_slack_in_the_final_report 0 \
    synth.yosys.num_cells 4629 \
    total_switching_power_mw 3.41 \
    reg.largest.list "Registers x2048" \
    grt_max_degree 85 \
    enable_flop_cells 2048 \
    synth_warnings 1 \
    dp_cells 8949 \
    cts_inserted_buffers 212 \
    largest_register_ffs 2048 \
    synth_async_sr_flop_share_pct 0 \
    grt_util_all_layers_pct 21.8 \
    die_ht_um 563 \
    timing.final.crit_share_pct 72.0 \
    antenna_violating_nets_post_route 0 \
    post_drt_wl_per_cell_um 34.4 \
    grt_overflow 0 \
    max-cap-violations 0 \
    report.final.slew_viol_count 0 \
    netlist_top_cells_count "2,048 x sky130_fd_sc_hd__edfxtp_1, 937 x sky130_fd_sc_hd__mux4_2, 218 x sky130_fd_sc_hd__mux2i_1" \
    internal-power_mw 11.5 \
    finish.instance_area_mm2 0.109 \
    vias 53200 \
    grt_antenna_before_repair 10 \
    post_route_cells_drive_above_1_share_pct 35.1 \
    power.sequential.fraction_pct 50.2 \
    fin_ws_ns 3.58 \
    cts_hold_buf 0 \
    fa_ha_maj_area_share_pct 0 \
    dpl.hpwl_mm 188 \
    utilization_pct 35.0 \
    synth_cell_type_count 56 \
    number_of_core_rows 205 \
    synth.mux.area_fraction_pct 26.7 \
    timing.critical_path.arrival_ns 6.66 \
    worst_setup_path_end_kind "primary output" \
    power.share.combinational_pct 9.0 \
    postCtsSetupBuffers 0 \
    synthAoiAreaFrac_pct 3.54 \
    grt_first_pass_wirelength_mm 451 \
    tritoncts "yes" \
    holdCritPathClass "in -> reg" \
    grtUsageMet1_pct 22.0 \
    syn-mean-instance-area_um2 20.4 \
    initial_core_util_pct 30.2 \
    synth-simple-area-share_pct 2.35 \
    fp.dieArea_mm2 0.317 \
    synth_flop_count 2048 \
    layoutNonFillerInstCount 9333 \
    timing.setup.tns_ns 0 \
    globalRouteMet2Util_pct 32.4 \
]
==> metrics by stage <==
step           hold WS (ns)  power, mW
2_1_floorplan          2.66       8.37
3_3_place_gp           3.39       8.97
3_5_place_dp           3.39       8.98
4_1_cts                2.46       15.0
5_1_grt                2.49       15.3
6_report               2.51       14.9
==> cells in the final DEF, fill, tap and decap left out, drive strengths merged, types with 5 or more instances in the layout <==
cell,synthesis,final
edfxtp,2048,2048
mux4,937,937
buf,226,344
clkbuf,136,255
mux2i,218,218
clkdlybuf4s50,0,198
o22ai,195,195
mux2,170,170
clkinv,1,94
nor2,93,93
a22oi,92,92
nand2,90,90
nor4,84,84
nor2b,44,44
a211oi,42,42
o21ai,23,23
bufinv,0,22
a221oi,18,18
a22o,18,18
nand4,18,18
nor3,17,17
a21oi,14,14
nand3,13,13
nand2b,11,11
and2,11,11
a2111oi,10,10
nor4b,9,9
o221ai,9,9
clkinvlp,0,8
inv,4,8
nand3b,7,7
a221o,7,7
o211a,7,7
or2,6,6
a2bb2oi,5,5
o22a,5,5
o31ai,5,5
or3b,5,5
==> power by group through the flow <==
stage | sequential [mW] | clock [mW] | combinational, mW
after global routing | 7.50 | 6.41 | 1.42
final | 7.49 | 6.09 | 1.34
after CTS | 7.49 | 6.17 | 1.35
==> critical path, stage by stage <==
cell	delay [ns]
sky130_fd_sc_hd__buf_8	0.40
sky130_fd_sc_hd__buf_4	0.69
sky130_fd_sc_hd__buf_4	0.69
sky130_fd_sc_hd__mux4_2	0.34
sky130_fd_sc_hd__mux2_2	0.15
sky130_fd_sc_hd__o22ai_1	0.08
sky130_fd_sc_hd__nor4_1	0.95
sky130_fd_sc_hd__clkdlybuf4s50_1	0.65
==> per-layer routing <==
| metal | up-vias | wire length [um] | part of all wire (%) |
|---|---|---|---|
| li1 | 21100 | - | - |
| met4 | 17 | 13500 | 4.2 |
| met2 | 4323 | 149000 | 46 |
| met5 | - | 355 | 0.11 |
| met3 | 697 | 64200 | 20 |
| met1 | 27000 | 93900 | 29 |
==> area by class of cell <==
cell class,count,area (um2)
Inverter,5,18.8
Tap cell,4140,5180
Timing Repair Buffer,542,4840
Clock inverter,127,1210
Sequential cell,2048,61500
Fill cell,28600,203000
Multi-Input combinational cell,2214,31200
Antenna cell,2,5.00
Clock buffer,255,5470
==> cells by family (layout without fill, tap and decap cells) <==
family	count (synthesis)	in the layout
simple gates	424	424
compound gates	465	465
buf+inv	367	929
other cells	0	2
flops	2048	2048
mux	1325	1325
==> worst paths after layout <==
| path | start | end | slack, ns | depth (start not counted) |
|---|---|---|---|---|
| hold / removal | WriteData[41] | Registers[29][41]$_DFFE_PP_ | 2.51 | 2 |
| setup / recovery | Rs1[1] | ReadData1[20] | 3.58 | 8 |
Power figures rest on the tool's default switching activity, not on a simulated workload.
