**./design.v**
```verilog
module Data_Memory
(
input clk, MemWrite, MemRead,
input [63:0]Mem_Addr,
input [63:0]Write_Data,
output reg [63:0]Read_Data
);
reg [7:0] byte_array [63:0];
initial
begin
  byte_array[0] <= 8'd33;
  byte_array[1] <= 8'd60;
  byte_array[2] <= 8'd13;
  byte_array[3] <= 8'd62;
  byte_array[4] <= 8'd46;
  byte_array[5] <= 8'd23;
  byte_array[6] <= 8'd87;
  byte_array[7] <= 8'd12;
  byte_array[8] <= 8'd93;
  byte_array[9] <= 8'd78;
  byte_array[10] <= 8'd36;
  byte_array[11] <= 8'd41;
  byte_array[12] <= 8'd68;
  byte_array[13] <= 8'd18;
  byte_array[14] <= 8'd53;
  byte_array[15] <= 8'd57;
  byte_array[16] <= 8'd94;
  byte_array[17] <= 8'd36;
  byte_array[18] <= 8'd2;
  byte_array[19] <= 8'd96;
  byte_array[20] <= 8'd92;
  byte_array[21] <= 8'd52;
  byte_array[22] <= 8'd44;
  byte_array[23] <= 8'd87;
  byte_array[24] <= 8'd20;
  byte_array[25] <= 8'd79;
  byte_array[26] <= 8'd1;
  byte_array[27] <= 8'd81;
  byte_array[28] <= 8'd48;
  byte_array[29] <= 8'd32;
  byte_array[30] <= 8'd15;
  byte_array[31] <= 8'd30;
  byte_array[32] <= 8'd58;
  byte_array[33] <= 8'd57;
  byte_array[34] <= 8'd65;
  byte_array[35] <= 8'd53;
  byte_array[36] <= 8'd9;
  byte_array[37] <= 8'd97;
  byte_array[38] <= 8'd63;
  byte_array[39] <= 8'd41;
  byte_array[40] <= 8'd75;
  byte_array[41] <= 8'd33;
  byte_array[42] <= 8'd87;
  byte_array[43] <= 8'd81;
  byte_array[44] <= 8'd60;
  byte_array[45] <= 8'd14;
  byte_array[46] <= 8'd23;
  byte_array[47] <= 8'd19;
  byte_array[48] <= 8'd42;
  byte_array[49] <= 8'd11;
  byte_array[50] <= 8'd1;
  byte_array[51] <= 8'd60;
  byte_array[52] <= 8'd2;
  byte_array[53] <= 8'd33;
  byte_array[54] <= 8'd71;
  byte_array[55] <= 8'd16;
  byte_array[56] <= 8'd24;
  byte_array[57] <= 8'd21;
  byte_array[58] <= 8'd38;
  byte_array[59] <= 8'd84;
  byte_array[60] <= 8'd32;
  byte_array[61] <= 8'd98;
  byte_array[62] <= 8'd89;
  byte_array[63] <= 8'd18;
end
always @ (posedge clk)
begin
  if(MemWrite)
  begin
    byte_array[Mem_Addr] <= Write_Data[7:0];
    byte_array[Mem_Addr + 64'd1] <= Write_Data[15:8];
    byte_array[Mem_Addr + 64'd2] <= Write_Data[23:16];
    byte_array[Mem_Addr + 64'd3] <= Write_Data[31:24];
    byte_array[Mem_Addr + 64'd4] <= Write_Data[39:32];
    byte_array[Mem_Addr + 64'd5] <= Write_Data[47:40];
    byte_array[Mem_Addr + 64'd6] <= Write_Data[55:48];
    byte_array[Mem_Addr + 64'd7] <= Write_Data[63:56];
  end
end
always @ (*)
begin
  if(MemRead)
    Read_Data <= {byte_array[Mem_Addr + 64'd7], byte_array[Mem_Addr + 64'd6], byte_array[Mem_Addr + 64'd5], byte_array[Mem_Addr + 64'd4], byte_array[Mem_Addr + 64'd3], byte_array[Mem_Addr + 64'd2], byte_array[Mem_Addr + 64'd1], byte_array[Mem_Addr]};
end
endmodule
```
**./constraint.sdc**
```tcl
current_design Data_Memory

set clk_period 16.1
set clk_io_pct 0.2

create_clock -name clk0 -period $clk_period [get_ports {clk}]

set non_clock_inputs [all_inputs -no_clocks]
set_input_delay [expr $clk_period * $clk_io_pct] -clock clk0 $non_clock_inputs
set_output_delay [expr $clk_period * $clk_io_pct] -clock clk0 [all_outputs]
```
**./run.sh**
```bash
#!/bin/bash
# OpenROAD 26Q1-2900-gdf79404cd8, Yosys 0.63+post, stock flow scripts
make -C /OpenROAD-flow-scripts/flow DESIGN_CONFIG=/design/flow/config.mk WORK_HOME=/design/flow/orfs finish
```
**./config.mk**
```make
export PLATFORM = sky130hd
export DESIGN_NAME = Data_Memory
export DESIGN_NICKNAME = Data_Memory
export VERILOG_FILES = /design/flow/design.v
export SDC_FILE = /design/flow/constraint.sdc
export NUM_CORES = 4
export LEC_CHECK = 1
export CORE_UTILIZATION = 30
```
==> run summary <==
Results of the flow run.

The run finished, with violations left. The final reports fail on capacitance limit, slew limit. The data required time of the worst path stands at 16.53 ns. Synthesis produced approximately 8,700 cells.

The cell row count stands at ~180. The total negative slack for setup checks stands at 0 ns. The mean instance size in the synthesized netlist stands at 8.57 sq um. TritonCTS built the clock tree. 195 I/O pins were placed. Per the CTS log, the buffer count on the longest clock path is 3. In the Yosys stats the netlist draws on 111 distinct library cells.

OpenROAD emitted warnings numbering around 90. The critical path in this run is classified as in2reg. In the hold report, the worst path ends at byte_array[17][3].

VDD sags by at most between 80 and 90 uV. The CTS report gives the tree buffer count as 78. For the worst setup path, the data arrival time is around 9.4 ns. The total cell area reported by yosys after synthesis stands at 74,200 sq um. Across every metal layer, demand over resource in global routing totals around 69%.

The pin closest to its max-slew limit shows a slew of 1.50 ns. The number of antenna violations at the first check in global routing came to roughly 140. The path class of the tightest hold or removal check is in2reg. The count of nets left with antenna violations once routing finished came out at 0. Summed over all nets, the half-perimeter wirelength after detailed placement is 618,000 um. Per the detail_route report, the via count comes to 105,437. The fraction of synthesis flops using an asynchronous set or reset pin stands at 0%. The count of port buffers added during placement stands at 136. The sum of routed wire length over all layers stands at 849,000 um.

The post-synthesis cell area stands at 74,200 sq um. At the end of routability-driven placement, the weighted congestion stood at roughly 1.3. In this run the most critical hold path is launched from Write_Data[51]. In this run the horizontal extent of the chip is around 500 um. The first-pass GRT wire length stands at ~1,100,000 um.

The share of the clock period used by the worst path after layout stands at 55.9%. The H-tree level count stands at 3. The highest achievable clock rate stands at between 100 and 150 MHz.

The via count of the first global-routing pass came to approximately 90,000. Setup repair after global routing left no endpoint under its margin. The cell sitting at the root of the clock tree is a sky130_fd_sc_hd__clkbuf_16.

Cells with a size suffix above 1 make up 23.4% of the layout. The timing report gives the clock slew at the launch and capture registers of the worst setup and hold paths as ~0.06 ns. Entering global routing, the biggest net connects about 71 pins.

The static leakage power stands at 29.7 nW. The setup fix buffers added after clock tree synthesis stands at 0. The count of pins over their slew limit stands at 1. Buffers inserted to repair hold after CTS numbered 0. Post-CTS repair changed the size of 0 cells. The post-route DRC violation count stands at 0. The die height stands at roughly 500 um.

The number of unconstrained endpoints stands at 128. The count of maximum capacitance violations stands at 1. The cell count listed in synth_stat.txt stands at between 8,000 and 9,000. The post-synth tally of flip-flops with integrated enable stands at between 500 and 600.

Per the synth log, the flip-flop and latch total comes to about 580. For this run, the leading register cell type out of synthesis is sky130_fd_sc_hd__edfxtp_1. The hold path depth stands at 3.

For this run, the number of Yosys warnings is 1. The final timing report counts setup violations totalling 0. The biggest fanout along the worst timing path stands at 25.

The worst setup path is launched from a primary input. The total overflow left after global routing is 0. Hold-check failures listed in the final report amount to 0. The final report gives the core utilization as 34.9%.

The worst setup path is captured at a register. The number of register pins that no clock reaches stands at about 64. The detailed-route wire length per cell stands at approximately 69 um. The total iterations of the first detailed-routing run stands at 14.

The cell area power density stands at a little over 80 nW/um^2. The worst hold slack after final layout stands at roughly 3.0 ns. The core region is 246,000 sq um.

The initial utilization of the core area, before any placement, comes to 30.2%. The initial detailed-routing violation count stands at approximately 20,000. In this run the full chip footprint comes out at roughly 250,000 sq um. Between the synthesized netlist and the finished layout, the area growth was recorded as 15.7%.

The worst pin sits at a relative slew slack of -0.0962%. The worst path needs about 9 ns of the cycle, external delays included. The per-cell via count in the routed design stands at around 8.6.
[final cells by class]
class / instances / area (sq um)
antenna: 315 / 788
clock buffer: 95 / 2020
clock inverter: 47 / 579
fill: 25118 / 160000
inverter: 12 / 45.0
multi-input combinational: 7036 / 54300
sequential: 576 / 16300
tap: 3220 / 4030
timing repair buffer: 1004 / 7710
[cell usage after synthesis, types with 44 or more instances]
cell type | number | area [sq um]
sky130_fd_sc_hd__buf_2 | 207 | 1040
sky130_fd_sc_hd__clkbuf_1 | 686 | 2570
sky130_fd_sc_hd__o21ai_0 | 328 | 1640
sky130_fd_sc_hd__buf_1 | 93 | 349
sky130_fd_sc_hd__nor2_1 | 885 | 3320
sky130_fd_sc_hd__dlxtp_1 | 64 | 961
sky130_fd_sc_hd__o211ai_1 | 102 | 766
sky130_fd_sc_hd__a222oi_1 | 59 | 591
sky130_fd_sc_hd__and2_1 | 50 | 313
sky130_fd_sc_hd__mux4_2 | 664 | 15000
sky130_fd_sc_hd__a21o_1 | 124 | 931
sky130_fd_sc_hd__o22ai_1 | 312 | 1950
sky130_fd_sc_hd__edfxtp_1 | 512 | 15400
sky130_fd_sc_hd__a211o_1 | 44 | 385
sky130_fd_sc_hd__nor3_1 | 92 | 460
sky130_fd_sc_hd__a21oi_1 | 479 | 2400
sky130_fd_sc_hd__and3_1 | 70 | 438
sky130_fd_sc_hd__mux2i_1 | 226 | 2260
sky130_fd_sc_hd__mux2_2 | 62 | 698
sky130_fd_sc_hd__a221oi_1 | 447 | 3920
sky130_fd_sc_hd__nand2_1 | 1137 | 4270
sky130_fd_sc_hd__a221o_1 | 128 | 1280
sky130_fd_sc_hd__nand3_1 | 392 | 1960
sky130_fd_sc_hd__a22oi_1 | 232 | 1740
sky130_fd_sc_hd__a211oi_1 | 135 | 1010
sky130_fd_sc_hd__nand4_1 | 72 | 450
sky130_fd_sc_hd__a31oi_1 | 436 | 2730
[cell usage in the layout (no fill, tap or decap), types with 26 or more instances in the layout]
cell type and instances:
sky130_fd_sc_hd__a222oi_1 59, sky130_fd_sc_hd__buf_2 34, sky130_fd_sc_hd__o211ai_1 102, sky130_fd_sc_hd__nor2_2 59, sky130_fd_sc_hd__mux2_2 62, sky130_fd_sc_hd__a32o_1 34, sky130_fd_sc_hd__a22oi_1 232, sky130_fd_sc_hd__a221oi_1 447
sky130_fd_sc_hd__diode_2 315, sky130_fd_sc_hd__o21ai_1 31, sky130_fd_sc_hd__o21ai_0 326, sky130_fd_sc_hd__a31oi_1 433, sky130_fd_sc_hd__buf_4 889, sky130_fd_sc_hd__edfxtp_1 512, sky130_fd_sc_hd__nand2_1 1121, sky130_fd_sc_hd__a211o_1 44
sky130_fd_sc_hd__a221o_1 128, sky130_fd_sc_hd__and2_1 51, sky130_fd_sc_hd__clkdlybuf4s50_1 74, sky130_fd_sc_hd__o221ai_1 37, sky130_fd_sc_hd__mux4_2 664, sky130_fd_sc_hd__o22ai_1 311, sky130_fd_sc_hd__o21a_1 27, sky130_fd_sc_hd__a21o_1 124
sky130_fd_sc_hd__a21oi_1 479, sky130_fd_sc_hd__clkbuf_16 78, sky130_fd_sc_hd__nand4_1 72, sky130_fd_sc_hd__nor3_1 85, sky130_fd_sc_hd__dlxtp_1 64, sky130_fd_sc_hd__nor2_4 26, sky130_fd_sc_hd__a211oi_1 133, sky130_fd_sc_hd__a311oi_1 33
sky130_fd_sc_hd__mux2i_1 226, sky130_fd_sc_hd__and3_1 68, sky130_fd_sc_hd__nor2_1 816, sky130_fd_sc_hd__nand3_1 390
[worst max path at each step]
stage / startpoint / end / depth (start not counted)
after CTS: Mem_Addr[2] / byte_array[32][5] / 13
after global routing: Mem_Addr[2] / byte_array[38][0] / 13
final: Mem_Addr[2] / byte_array[32][5] / 13
[kinds of logic (layout without fill, tap and decap cells)]
logic type | count (synthesis) | in the layout | synth area share [%]
mux | 952 | 952 | 24.1
xor+xnor | 33 | 33 | 0.567
buf+inv | 1048 | 1158 | 5.93
other cells | 0 | 315 | 0
compound gates | 3160 | 3160 | 30.0
flops | 512 | 512 | 20.7
latches | 64 | 64 | 1.30
fa+ha+maj | 9 | 9 | 0.152
simple gates | 2882 | 2882 | 17.2
[registers in the layout, summed over array words and instances (netlist names)]
signal,count
byte_array,512
Read_Data,64
[worst max-delay path: stages]
cell and delay (ns):
sky130_fd_sc_hd__buf_4 0.54, sky130_fd_sc_hd__buf_4 0.45, sky130_fd_sc_hd__ha_1 0.34, sky130_fd_sc_hd__buf_4 0.44
sky130_fd_sc_hd__nand4_2 0.27, sky130_fd_sc_hd__xnor2_4 0.21, sky130_fd_sc_hd__buf_4 0.64, sky130_fd_sc_hd__buf_4 0.60
sky130_fd_sc_hd__nand3_2 0.45, sky130_fd_sc_hd__mux2i_1 0.22, sky130_fd_sc_hd__a221oi_1 0.48, sky130_fd_sc_hd__o21ai_0 0.33
sky130_fd_sc_hd__a31oi_1 1.07
[stage by stage]
| step | setup slack (ns) | power (W) | cell area (sq um) | instances |
|---|---|---|---|---|
| final | 7.10 | 0.00711 | 85800 | 12305 |
| after global routing | 7.48 | 0.00688 | 85500 | 12168 |
| after CTS | 7.96 | 0.00666 | 85000 | 11990 |
| after detailed placement | 7.17 | 0.00483 | 82400 | 11848 |
| after global placement | 7.15 | 0.00483 | 82400 | 11848 |
| after floorplan | 9.00 | 0.00306 | 74200 | 8660 |
[where the power goes]
group / switching [W] / internal [W] / leakage (nW) / total, W
combinational: 0.00237 / 0.000892 / 23.3 / 0.00326
sequential: 0.000332 / 0.00163 / 5.16 / 0.00196
clock: 0.000876 / 0.00101 / 1.22 / 0.00188
total: 0.00358 / 0.00353 / 29.7 / 0.00711
[layer usage]
metal	up-vias	share of wire (%)	track usage [%]
li1	35641	-	-
met1	51999	31	71.2
met2	12978	35	79.7
met3	4581	20	58.9
met4	238	12	60.3
met5	-	1.7	51.3
Power and IR drop assume default switching activity.
