`flow/run.sh`:
```
#!/bin/bash
# OpenROAD 26Q1-2900-gdf79404cd8, Yosys 0.63+post, stock flow scripts
make -C /OpenROAD-flow-scripts/flow DESIGN_CONFIG=/design/flow/config.mk WORK_HOME=/design/flow/orfs finish
```
`flow/config.mk`:
```
export PLATFORM = sky130hd
export DESIGN_NAME = Instruction_Memory
export DESIGN_NICKNAME = Instruction_Memory
export VERILOG_FILES = /design/flow/design.v
export SDC_FILE = /design/flow/constraint.sdc
export NUM_CORES = 4
export LEC_CHECK = 1
export CORE_AREA = 10 10 77 77
export DIE_AREA = 0 0 87 87
```
`flow/constraint.sdc`:
```
current_design Instruction_Memory

set clk_period 2.0
set clk_io_pct 0.2

create_clock -name clk0 -period $clk_period

set non_clock_inputs [all_inputs -no_clocks]
set_input_delay [expr $clk_period * $clk_io_pct] -clock clk0 $non_clock_inputs
set_output_delay [expr $clk_period * $clk_io_pct] -clock clk0 [all_outputs]
```
`flow/design.v`:
```
module Instruction_Memory
(
input [63:0]Inst_Address,
output reg [31:0]Instruction
);
reg [7:0] byte_array [15:0];
initial
begin
  byte_array[0] <= 8'b10000011;
  byte_array[1] <= 8'b00110100;
  byte_array[2] <= 8'b00000101;
  byte_array[3] <= 8'b00001111;
  byte_array[4] <= 8'b10110011;
  byte_array[5] <= 8'b10000100;
  byte_array[6] <= 8'b10011010;
  byte_array[7] <= 8'b00000000;
  byte_array[8] <= 8'b10010011;
  byte_array[9] <= 8'b10000100;
  byte_array[10] <= 8'b00010100;
  byte_array[11] <= 8'b00000000;
  byte_array[12] <= 8'b00100011;
  byte_array[13] <= 8'b00111000;
  byte_array[14] <= 8'b10010101;
  byte_array[15] <= 8'b00001110;
end
always @ (*)
Instruction <= {byte_array[Inst_Address + 64'd3], byte_array[Inst_Address + 64'd2], byte_array[Inst_Address + 64'd1], byte_array[Inst_Address]};
endmodule
```
==> run_results.csv <==
group,metric,value,unit
run_status,status,"finished, violations left",
run_status,violations,"negative setup slack",
floorplanning,floorplan.core_util,0.268,
cells_and_area,nFlopsAndLatches,0,
pwr,combPwrFrac,1.000,
yosys,yosysTopAreaCellShare,0.0858,
worst_setup_path,cp.arrival,1.71,ns
worst_setup_path,cp-end-kind,"output pin",
route,routed_via_density,5.29,
pwr,swShare,0.428,
floorplanning,dieWidth,87,um
cells_and_area,drive_gt1_frac,0.639,
sta,rsz0062_at_grt,"true",
placed_design,port_buffers,32,
sta,finalSetupViolCount,15,
route,drtPass1Iterations,4,
route,drt_iter0_drc,96,
floorplanning,num_rows,24,
cells_and_area,nClkBuffers,0,
pwr,pwr-share-clk,0,
sta,worst_slack,-0.112,ns
route,route.detailed.drc,0,
route,wirelength,6.06,mm
route,ant_nets,0,
hold_path,worstHoldPathType,"in -> out",
cells_and_area,final_common_cell,"buf_4",
cells_and_area,lay_top_cells,"buf_4 (59), buf_6 (38), buf_2 (20), nor2_1 (12), a21oi_1 (11)",
sta,fin_crit,2.11,ns
floorplanning,core,4350,um2
pwr,leakagePower,0.00120,uW
global_route,grt_pass1_wl,9.32,mm
sta,period_used_share,1.06,
route,vias,1797,
yosys,yosysWarnings,1,
yosys,synth.avg_cell_area,6.78,um2
route,antenna_cells,0,
hold_path,holdPathEnd,"Instruction[8]",
worst_setup_path,startpoint_type,"primary input",
pwr,p_seq_frac,0,
yosys,yosys-top-cells-area,"ha_1 (8.6%), a21oi_1 (7.3%), mux2i_1 (6.0%)",
route,wire_per_inst,17.8,um
pwr,p_int,468,uW
pwr,finalPower,817,uW
floorplanning,die_y,87,um
placed_design,dpl.hpwl,3.10,mm
job,drv_cap,0,
floorplanning,dieArea,7570,um2
floorplanning,io_pins,96,
worst_setup_path,worstSetupPathType,"in -> out",
worst_setup_path,worstPathMaxFanout,6,
yosys,yosys_cells,172,
placed_design,pre_cts_slack,-1.01,ns
yosys,syn-cell-area,1170,um2
yosys,yosys.area.top_type,"ha_1",
sta,drv_slew,0,
pwr,power_density,312,nW/um2
cells_and_area,area_delta_synth_final,125,%
yosys,ys_types,47,
global_route,grt_antenna_before_repair,0,
job,warnings,101,
yosys,syn_inst,172,
pwr,p_sw,349,uW
hold_path,hold_depth,4,
global_route,grt_pass1_vias,1830,
cells_and_area,register_area,0,um2
yosys,yosysSeqAreaShare,0,
worst_setup_path,critPathRequiredTime,1.60,ns
global_route,grt_start_max_net_pins,31,
global_route,grt_util_all_layers,0.146,
global_route,overflow,0,
hold_path,min_from,"Inst_Address[0]",
sta,hold_viol,0,
placed_design,gp_congestion,0.887,
pwr,ir_worst_vdd,0.000112,V
yosys,yosysChipArea,1170,um2
sta,max_freq,474,MHz
what timing repair did:
item | in CTS | in global routing
pin swaps | 36 | 30
endpoints found under the setup margin | 28 | 27
cloned | 3 | 0
resized | 168 | 46
hold buffers | 0 | 0
setup buffers | 38 | 11
per-layer routing:
| layer | track usage | part of all wire | vias to the layer above |
|---|---|---|---|
| met1 | 0.213 | 0.47 | 868 |
| met2 | 0.227 | 0.45 | 66 |
| met3 | 0.0208 | 0.069 | 8 |
| li1 | - | - | 855 |
| met5 | 0 | 0 | - |
| met4 | 0.0177 | 0.010 | 0 |
worst max-delay path by stage:
stage,startpoint,endpoint,cells past startpoint
after CTS,Inst_Address[1],Instruction[24],11
final,Inst_Address[1],Instruction[28],8
after global routing,Inst_Address[1],Instruction[9],10
critical path, stage by stage:
cell and delay [ns]:
buf_12 0.12, buf_8 0.12, buf_4 0.13, ha_4 0.19, buf_4 0.16, o31ai_1 0.33, a221oi_2 0.12, buf_2 0.13
kinds of logic after synthesis:
| group | share of synthesized area |
|---|---|
| other cells | 0.00322 |
| fa+ha+maj | 0.0858 |
| compound gates | 0.389 |
| mux | 0.0697 |
| simple gates | 0.206 |
| xor+xnor | 0.0976 |
| buf+inv | 0.148 |
area by class of cell:
class	instances	area [um2]
tap	52	65.1
inverter	9	47.5
fill	306	1730
timing repair buffer	134	1190
multi-input combinational	145	1320
through the flow:
step / hold WS (ns) / TNS (ns) / cell area, um2 / std cells / util
final: 1.31 / -0.959 / 2620 / 340 / 0.602
after global routing: 1.33 / -2.11 / 2620 / 340 / 0.602
after CTS: 1.28 / -1.12 / 2470 / 332 / 0.567
after detailed placement: 1.97 / -25.71 / 1870 / 292 / 0.428
after global placement: 1.98 / -25.34 / 1870 / 292 / 0.428
after floorplan: 0.951 / -0.00567 / 1190 / 175 / -
Yosys cell counts, drive strengths merged:
cell	instances
a221o	2
o21ai	17
o22ai	4
a32oi	1
a221oi	3
buf	13
o31ai	3
ha	8
nand2	14
a21oi	18
a211o	1
a22o	2
a21o	1
xor2	2
a211oi	3
nor3b	1
clkinv	3
or2	1
nand2b	5
conb	1
clkbuf	9
and3	2
nand3	2
a222oi	1
mux2i	7
nor2b	4
o311a	1
mux2	1
o211ai	3
a2111oi	1
a31oi	3
nor3	4
xnor2	5
inv	6
nor2	18
a21boi	2
power by group through the flow:
stage	registers [uW]	logic, uW	clock network [uW]
4_1_cts	0	738	0
5_1_grt	0	875	0
6_report	0	817	0
Power and IR drop assume default switching activity.
